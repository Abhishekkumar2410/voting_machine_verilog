==> flow/design.v <==
`timescale 1ns / 1ps
module button_control(
input clk,
input reset,
input button,
output reg valid_press
    );
 reg [7:0]counter;
 always@(posedge clk)begin
    if(reset)
    counter<=1'b0;
    else if(button & counter<11)
        counter<=counter+1'b1;
    else if(!button)
        counter<=1'b0;    
 end
 always@(posedge clk)begin
    if(reset)
        valid_press<=1'b0;
    else begin
        if(counter == 10)
            valid_press<=1'b1;
        else
            valid_press<=1'b0;
      end        
 end
endmodule
`timescale 1ns / 1ps
module make_voting_machine(
input clk,
input reset,
input mode,
input button1,
input button2,
input button3,
input button4,
output [7:0]led
    );
wire valid_vote1;
wire valid_vote2;
wire valid_vote3;
wire valid_vote4;
wire any_valid_vote;
wire [7:0]recev_can1;
wire [7:0]recev_can2;
wire [7:0]recev_can3;
wire [7:0]recev_can4;  
 assign any_valid_vote =  valid_vote1|valid_vote2|valid_vote3|valid_vote4;
button_control b1(clk,reset,button1,valid_vote1);
button_control b2(clk,reset,button2,valid_vote2);
button_control b3(clk,reset,button3,valid_vote3);
button_control b4(clk,reset,button4,valid_vote4);
mode_checck c1(clk,reset,mode,
 any_valid_vote,
 valid_vote1,
 valid_vote2,valid_vote3,valid_vote4,
 recev_can1,recev_can2,recev_can3,recev_can4,led);
vote_count v1(clk,reset,mode,valid_vote1,
                valid_vote2,valid_vote3,
                valid_vote4,recev_can1,
                recev_can2,recev_can3,
                recev_can4);
endmodule
`timescale 1ns / 1ps
module mode_checck(
input clk,
input reset,
input mode,
input any_valid_vote,
input candidate1,
input candidate2,
input candidate3,
input candidate4,
input  [7:0]recev_can1,
input [7:0]recev_can2,
input [7:0]recev_can3,
input [7:0]recev_can4,
output reg [7:0]led    );
reg [7:0]counter;
always@(posedge clk)begin
    if(reset)
        counter<=1'b0;
    else begin
     if(any_valid_vote)
        counter<=counter+1'b1;
    else if(counter!=0 & counter<10)
        counter<=counter+1'b1;
    else
        counter<=1'b0;
  end
  end
  always@(posedge clk)begin
  if(reset)begin
    led<=8'h0;
    end
  else begin
     if(mode==0 & counter >0)
        led<=8'hff;
     else if(mode==0)
        led<=8'h00;   
     else if(mode==1)begin
        if(candidate1)
            led<= recev_can1;
        else if(candidate2)
            led<= recev_can2; 
        else if(candidate3)
            led<= recev_can3; 
        else if(candidate4)
            led<= recev_can4;
            end             
            end
     end     
endmodule
`timescale 1ns / 1ps
module vote_count(
input clk,
input reset,
input mode,
input can1,
input can2,
input can3,
input can4,
output reg [7:0]can_recev_1,
output reg [7:0]can_recev_2,
output reg [7:0]can_recev_3,
output reg [7:0]can_recev_4
 );
 always@(posedge clk)begin
    if(reset)begin
        can_recev_1<=0;
        can_recev_2<=0;
        can_recev_3<=0;
        can_recev_4<=0;
        end
    else begin
        if(mode==0&can1)
            can_recev_1<=can_recev_1+1'b1;
        else if(mode==0&can2)  
            can_recev_2<=can_recev_2+1'b1;  
        else if(mode==0&can3)  
            can_recev_3<=can_recev_3+1'b1;
        else if(mode==0&can4)  
            can_recev_4<=can_recev_4+1'b1; 
            end
         end       
endmodule
==> flow/run.sh <==
#!/bin/bash
# OpenROAD 26Q1-2900-gdf79404cd8, Yosys 0.63+post, stock flow scripts
make -C /OpenROAD-flow-scripts/flow DESIGN_CONFIG=/design/flow/config.mk WORK_HOME=/design/flow/orfs finish
==> flow/config.mk <==
export PLATFORM = sky130hd
export DESIGN_NAME = make_voting_machine
export DESIGN_NICKNAME = make_voting_machine
export VERILOG_FILES = /design/flow/design.v
export SDC_FILE = /design/flow/constraint.sdc
export NUM_CORES = 4
export LEC_CHECK = 1
export CORE_UTILIZATION = 40
==> flow/constraint.sdc <==
current_design make_voting_machine

set clk_period 3.1
set clk_io_pct 0.2

create_clock -name clk0 -period $clk_period [get_ports {clk}]

set non_clock_inputs [all_inputs -no_clocks]
set_input_delay [expr $clk_period * $clk_io_pct] -clock clk0 $non_clock_inputs
set_output_delay [expr $clk_period * $clk_io_pct] -clock clk0 [all_outputs]
==> writeup.txt <==
Of the synthesized area, sequential elements account for 43.66%. The number of port buffers was 14; the highest fanout seen on the critical path was 24. Data on the critical path arrives at its endpoint at 2.50 ns. The reported max-cap violation count was 0; the power after layout was 2.020 mW. In this run, placement finished with an instance count of 544. Per the timing report, the achievable frequency comes out to 454.0 MHz. Dividing the synthesized area by the synthesized cell count gives 9.235 µm². The logs give 1.437 nW for the static leakage and 3.40 ns for the required time at the endpoint of the critical path. The finished cells cover 4299 µm².

For this run, the number of Yosys warnings is 3. The number of antenna diodes is 0. Per the detailed-route log, wirelength across all metal layers totals 7572 µm. The worst setup path is captured at a flip-flop. The die is 100.1 µm wide. In this run, post-CTS hold repair placed 0 buffers.

The run gives 24.37% as the routing usage on met1. Synthesis produced a netlist whose cell count is 417. The region available for standard cell placement spans 9284 µm². Per the detail_route report, vias per standard cell equal 5.493. Once synthesis finished, the tally of register bits stood at 84.

The number of cell rows is 35, and the netlist area before placement is 3851 µm². The starting DRC count in detailed routing was 133; the share of the synthesized area in the top cell type was 43.66%. For the number of DRC violations after detailed routing, the log shows 0. For the chip area, the log shows 10020 µm². For the clock buffer count from CTS, the log shows 9. By count the netlist is led by 84 x sky130_fd_sc_hd__dfxtp_1, 30 x sky130_fd_sc_hd__a21oi_1, 25 x sky130_fd_sc_hd__nand2_1.

Initial antenna violation count: 0. Dividing the final minimum period by the clock period gives 71.06%. The fraction of synthesis flops using an asynchronous set or reset pin came out at 0%. Setup repair after global routing left no endpoint under its margin. Counting flops with a built-in enable in the synthesized netlist gives 0.

The critical path's slowest stage uses the library cell sky130_fd_sc_hd__or3b_2. The total buffers and inverters traversed by the critical path came out at 2. The total overflow left after global routing is 0. The busiest layer in global routing was met2. Pin placement for this block handled 15 I/O pins. Looking at the gate-level netlist, the highest instance count belongs to sky130_fd_sc_hd__dfxtp_1. The element type at the critical path start is an input port. In the log, the iteration count for the first detailed-route pass is 4. Overall routing resource usage recorded by global route was 16.13%. The run gives 25.03% for the global-route met2 utilization. Per the synth stats, the flop cell with the highest instance count is sky130_fd_sc_hd__dfxtp_1.

The HPWL after detailed placement is 5162 µm. The tools report the area of placed instances as 4081 µm². The run gives 0.35 ns for the source-to-sink clock delay at the later pin of the worst-skew pair.

The logs give 560 for the non-filler instance count after layout and 84 for the clock sink count. The area recorded from the Yosys report for this design is 3851 µm². The biggest area contributor in the post-synthesis netlist is sky130_fd_sc_hd__dfxtp_1. Fraction of final layout cells with drive strength greater than 1: 8.585%.

The kind of critical path was in -> reg. For the post-route clock skew, the log shows 0.01034 ns. TritonCTS built the clock tree. The first global-routing pass estimated 12850 µm of wire. The share of the core area taken by cells at floorplan is 41.48%. Global routing consumed, on the met3 layer, 3.399% of the routing resources. The number of gates resized after CTS was 0.

The number of warnings reported in the stage logs is 30. The final critical-path required period works out to 2.203 ns. The flow measured a signed area growth from synthesis to layout of 11.63%.

The run gives 0.08 ns for the clock input transition at the sequential cells of the worst setup and hold paths. For the count of instantiated cells in the yosys netlist, the log shows 417. Measured against its own limit, the worst slew margin works out to 49.93%. The report lists the cells along the critical path as clkdlybuf4s50_1 > buf_4 > or3b_2 > o221ai_1 > o221a_2. The flow ran to the end, and the final reports show no timing, DRC or antenna violations. Entering global routing, the biggest net connects 29 pins.

Class of the worst hold path: reg -> reg. The logs give 3 for the number of H-tree levels and 0 for the final number of max-transition violations. The via count is 3076, and the post-detailed-route wirelength per cell is 13.52 µm. Looking at the clock tree report, the root buffer type is sky130_fd_sc_hd__clkbuf_8.

Counting endpoints that fail hold in the final report gives 0. The maximum clock insertion buffer count was 2. Routability-driven placement finished with a final weighted congestion of 0.8334. The final layout report lists a filler cell count of 889. After synthesis, the cell types taking the most area are sky130_fd_sc_hd__dfxtp_1 44%, sky130_fd_sc_hd__ha_1 4.5%, sky130_fd_sc_hd__a21oi_1 3.9%. Once detail routing completed, the nets flagged for antenna violations numbered 0. The longest incremental delay of any stage on the critical path is reported as 0.58 ns. Per the repair_timing log after CTS, setup buffers inserted total 0. After routing, the total negative slack on setup checks comes to 0 ns. Among cell families on the critical path, the largest total delay comes from buffers and inverters.

Across the VDD grid, the largest voltage drop is 0.2569 mV. The final report lists the setup-violating endpoint count as 0. The power per cell area works out to 469.9 nW/µm².

Die height: 100.1 µm. The transition time at the pin with the least slew margin is 0.7442 ns. Per the synthesis report, the number of distinct cell types is 44. Number of global-route vias before repair: 2786.
==> metrics by stage <==
stage               setup WS [ns]  hold WS (ns)  utilization (%)
floorplan                   1.029        0.4448                -
global placement           0.6228        0.4569            43.96
detailed placement         0.5593        0.4654            43.96
CTS                        0.8998        0.4862            46.31
global route               0.8280        0.5031            46.31
finish                     0.8972        0.4823            46.31
==> sequential cells by signal, indices dropped and copies added (netlist names) <==
signal,flops
b4.counter,8
c1.led,8
b2.counter,8
b1.counter,8
b4.valid_press,1
b1.valid_press,1
b3.counter,8
b3.valid_press,1
v1.can_recev_1,8
v1.can_recev_2,8
c1.counter,8
v1.can_recev_4,8
v1.can_recev_3,8
b2.valid_press,1
==> worst paths after layout <==
check	endpoint	depth (start not counted)	slack (ns)	startpoint
worst max-delay path	c1.led[6]$_SDFFE_PP0P_	5	0.90	mode
worst min-delay path	b1.counter[5]$_SDFFE_PP0P_	1	0.48	b1.counter[5]$_SDFFE_PP0P_
worst max register to register	c1.led[0]$_SDFFE_PP0P_	4	0.92	b1.valid_press$_SDFF_PP0_
worst min register to register	b1.counter[5]$_SDFFE_PP0P_	1	0.48	b1.counter[5]$_SDFFE_PP0P_
==> report_power, final <==
| part | total, mW | switching (mW) | internal (mW) |
|---|---|---|---|
| Sequential | 1.10 | 0.00756 | 1.09 |
| Combinational | 0.0729 | 0.0418 | 0.0311 |
| Clock | 0.852 | 0.376 | 0.475 |
==> layer usage <==
metal  vias to the layer above  wire length (µm)
met1                      1428              3784
met3                         7               387
met2                        57              3314
met4                         0                86
met5                         -                 0
li1                       1584                 -
==> placed cells by master (no fill, tap or decap), types with 2 or more instances in the layout <==
| master | instances |
|---|---|
| sky130_fd_sc_hd__dfxtp_1 | 84 |
| sky130_fd_sc_hd__a21oi_1 | 30 |
| sky130_fd_sc_hd__nand2_1 | 25 |
| sky130_fd_sc_hd__nand3_1 | 22 |
| sky130_fd_sc_hd__inv_1 | 20 |
| sky130_fd_sc_hd__or4_1 | 20 |
| sky130_fd_sc_hd__nor2_1 | 18 |
| sky130_fd_sc_hd__and2_1 | 16 |
| sky130_fd_sc_hd__o21ai_0 | 15 |
| sky130_fd_sc_hd__o31ai_1 | 14 |
| sky130_fd_sc_hd__ha_1 | 14 |
| sky130_fd_sc_hd__clkdlybuf4s50_1 | 13 |
| sky130_fd_sc_hd__nor4_1 | 12 |
| sky130_fd_sc_hd__mux2i_1 | 10 |
| sky130_fd_sc_hd__or3_1 | 10 |
| sky130_fd_sc_hd__clkbuf_8 | 10 |
| sky130_fd_sc_hd__nor2b_1 | 9 |
| sky130_fd_sc_hd__o221ai_1 | 8 |
| sky130_fd_sc_hd__o221a_2 | 8 |
| sky130_fd_sc_hd__nand4_1 | 6 |
| sky130_fd_sc_hd__xnor2_1 | 6 |
| sky130_fd_sc_hd__mux2_2 | 5 |
| sky130_fd_sc_hd__a41oi_1 | 4 |
| sky130_fd_sc_hd__a311oi_1 | 4 |
| sky130_fd_sc_hd__a21o_1 | 4 |
| sky130_fd_sc_hd__nor3_1 | 4 |
| sky130_fd_sc_hd__or3b_2 | 3 |
| sky130_fd_sc_hd__a211oi_1 | 3 |
| sky130_fd_sc_hd__nand4b_1 | 3 |
| sky130_fd_sc_hd__nand4bb_1 | 3 |
| sky130_fd_sc_hd__buf_4 | 3 |
| sky130_fd_sc_hd__nor4b_1 | 2 |
| sky130_fd_sc_hd__xor2_1 | 2 |
| sky130_fd_sc_hd__nor3b_1 | 2 |
| sky130_fd_sc_hd__or2_2 | 2 |
| sky130_fd_sc_hd__o311ai_0 | 2 |
| sky130_fd_sc_hd__o41ai_1 | 2 |
| sky130_fd_sc_hd__bufinv_16 | 2 |
| sky130_fd_sc_hd__clkbuf_1 | 2 |
==> final cells by class <==
class                           count  area [µm²]  share of cell area, %
Multi-Input combinational cell    294        2006                  46.65
Sequential cell                    84        1682                  39.12
Tap cell                          129       161.4                  3.754
Timing Repair Buffer               17       157.7                  3.667
Clock buffer                       12       145.1                  3.376
Inverter                           20       75.07                  1.746
Clock inverter                      4       72.57                  1.688
==> cells by family after synthesis <==
family / synth area share [%]
buffers and inverters: 4.256
AND/OR/NAND/NOR: 24.46
multiplexers: 4.061
adder cells (fa/ha/maj): 4.548
XOR/XNOR: 1.819
AND-OR/OR-AND: 17.19
flip-flops: 43.66
Power and IR drop assume default switching activity.
